**design/flow/constraint.sdc**
```tcl
current_design mips

set clk_period 100.8
set clk_io_pct 0.2

create_clock -name clk0 -period $clk_period [get_ports {clock}]

set non_clock_inputs [all_inputs -no_clocks]
set_input_delay [expr $clk_period * $clk_io_pct] -clock clk0 $non_clock_inputs
set_output_delay [expr $clk_period * $clk_io_pct] -clock clk0 [all_outputs]
```
**design/flow/run.sh**
```bash
#!/bin/bash
# OpenROAD 26Q1-2900-gdf79404cd8, Yosys 0.63+post, stock flow scripts
make -C /OpenROAD-flow-scripts/flow DESIGN_CONFIG=/design/flow/config.mk WORK_HOME=/design/flow/orfs finish
```
**design/flow/config.mk**
```make
export PLATFORM = sky130hd
export DESIGN_NAME = mips
export DESIGN_NICKNAME = mips
export VERILOG_FILES = /design/flow/design.v
export SDC_FILE = /design/flow/constraint.sdc
export NUM_CORES = 4
export LEC_CHECK = 1
export CORE_UTILIZATION = 40
```
**design/flow/design.v**
```verilog
module banco_registradores (
    input reset, clock, permisao_escrita,
    input [2:0] endereco_regd, endereco_reg1, endereco_reg2,
    input [15:0] dado_escrita,
    output [15:0] valor_reg1, valor_reg2
);
    integer i;
    reg [15:0] registradores [7:0]; 
    always @(posedge clock or posedge reset) begin
        if (reset) begin
            for (i=0; i<8; i=i+1) begin
                registradores[i] <= 16'b0;
            end
        end 
        else if (permisao_escrita)
            registradores[endereco_regd] = dado_escrita;
    end
    assign valor_reg1 = (endereco_reg1 == 0)? 16'b0 : registradores[endereco_reg1];
    assign valor_reg2 = (endereco_reg2 == 0)? 16'b0 : registradores[endereco_reg2];
endmodule
module contador_programa (
    input clock, reset, branch, jump, jr, 
    input [15:0] data_reg_jump, 
    input [12:0] target_jump, 
    input [15:0] immediato_extended,
    output [15:0] endereco
);
    wire [15:0] prox_pc;     
    reg [15:0] pc2;          
    reg [15:0] pc;           
    always @(negedge clock or posedge reset) begin
        if (reset)
            pc <= 16'b0;
        else begin
            pc <= prox_pc;
        end
    end
    always @(pc) begin
        pc2 <= pc + 16'b10;
    end
    always @(branch or jump or jr) begin
        if (branch) 
            pc2 <= pc2 + {immediato_extended[14:0], 1'b0};
        else if (jump)
            pc2 <= {pc2[15:14], {target_jump, 1'b0}};
        else if (jr)
            pc2 <= data_reg_jump;
    end
    assign prox_pc = pc2;
    assign endereco = pc;
endmodule
module controle #(
    parameter TIPO_R = 3'b0,
    parameter ADDI = 3'b1,
    parameter SLTI = 3'b10,
    parameter LW = 3'b11,
    parameter SW = 3'b100,
    parameter BEQ = 3'b101,
    parameter J = 3'b110,
    parameter JAL = 3'b111
) (
    input [2:0] opcode,
    input reset,
    output reg [1:0] ula_opcode, reg_dest, mem_to_reg,
    output reg ula_src, mem_escrita, mem_leitura, reg_escrita, branch, jump, sign_zero
);
    always @(*) begin
        if (reset) begin
            ula_opcode = 2'b0;
            reg_dest = 2'b0;
            mem_to_reg = 2'b0;
            ula_src = 1'b0;
            mem_escrita = 1'b0;
            mem_leitura = 1'b0;
            reg_escrita = 1'b0;
            branch = 1'b0;
            jump = 1'b0;
            sign_zero = 1'b1;
        end
        else begin
            case (opcode)
                TIPO_R: begin
                    ula_opcode = 2'b0;
                    reg_dest = 2'b0;
                    mem_to_reg = 2'b0;
                    ula_src = 1'b0;
                    mem_escrita = 1'b0;
                    mem_leitura = 1'b0;
                    reg_escrita = 1'b1;
                    branch = 1'b0;
                    jump = 1'b0;
                    sign_zero = 1'b1;
                end
                ADDI: begin
                    ula_opcode = 2'b1;
                    reg_dest = 2'b1;
                    mem_to_reg = 2'b0;
                    ula_src = 1'b1;
                    mem_escrita = 1'b0;
                    mem_leitura = 1'b0;
                    reg_escrita = 1'b1;
                    branch = 1'b0;
                    jump = 1'b0;
                    sign_zero = 1'b1;
                end
                SLTI: begin
                    ula_opcode = 2'b10;
                    reg_dest = 2'b1;
                    mem_to_reg = 2'b0;
                    ula_src = 1'b1;
                    mem_escrita = 1'b0;
                    mem_leitura = 1'b0;
                    reg_escrita = 1'b1;
                    branch = 1'b0;
                    jump = 1'b0;
                    sign_zero = 1'b0;
                end
                LW: begin
                    ula_opcode = 2'b1;
                    reg_dest = 2'b1;
                    mem_to_reg = 2'b1;
                    ula_src = 1'b1;
                    mem_escrita = 1'b0;
                    mem_leitura = 1'b1;
                    reg_escrita = 1'b1;
                    branch = 1'b0;
                    jump = 1'b0;
                    sign_zero = 1'b1;
                end
                SW: begin
                    ula_opcode = 2'b1;
                    reg_dest = 2'b1;
                    mem_to_reg = 2'b0;
                    ula_src = 1'b1;
                    mem_escrita = 1'b1;
                    mem_leitura = 1'b0;
                    reg_escrita = 1'b0;
                    branch = 1'b0;
                    jump = 1'b0;
                    sign_zero = 1'b1;
                end
                BEQ: begin
                    ula_opcode = 2'b11;
                    reg_dest = 2'b1;
                    mem_to_reg = 2'b0;
                    ula_src = 1'b0;
                    mem_escrita = 1'b0;
                    mem_leitura = 1'b0;
                    reg_escrita = 1'b0;
                    branch = 1'b1;
                    jump = 1'b0;
                    sign_zero = 1'b1;
                end
                J: begin
                    ula_opcode = 2'b0;
                    reg_dest = 2'b0;
                    mem_to_reg = 2'b0;
                    ula_src = 1'b0;
                    mem_escrita = 1'b0;
                    mem_leitura = 1'b0;
                    reg_escrita = 1'b0;
                    branch = 1'b0;
                    jump = 1'b1;
                    sign_zero = 1'b1;
                end
                JAL: begin
                    ula_opcode = 2'b0;
                    reg_dest = 2'b10;
                    mem_to_reg = 2'b10;
                    ula_src = 1'b0;
                    mem_escrita = 1'b0;
                    mem_leitura = 1'b0;
                    reg_escrita = 1'b1;
                    branch = 1'b0;
                    jump = 1'b1;
                    sign_zero = 1'b1;
                end
                default: begin
                    ula_opcode = 2'b0;
                    reg_dest = 2'b0;
                    mem_to_reg = 2'b0;
                    ula_src = 1'b0;
                    mem_escrita = 1'b0;
                    mem_leitura = 1'b0;
                    reg_escrita = 1'b1;
                    branch = 1'b0;
                    jump = 1'b0;
                    sign_zero = 1'b1;
                end
            endcase
        end
    end
endmodule
module controle_ula #(
    parameter TIPO_R = 2'b00,
    parameter ADDI = 2'b01,
    parameter SLTI = 2'b10,
    parameter BEQ = 2'b11,
    parameter ADD = 4'b0000,
    parameter SUB = 4'b0001,
    parameter AND = 4'b0010,
    parameter OR = 4'b0011,
    parameter MENOR = 4'b0100,
    parameter XOR = 4'b0101,
    parameter SLL = 4'b0110,  
    parameter SRL = 4'b0111  
) (
    input [1:0] ula_opcode,
    input [3:0] funcao,
    output controle_jr,
    output reg [2:0] ula_control
);
    always @(ula_opcode or funcao) begin
        case (ula_opcode)
            TIPO_R: begin
                case (funcao)
                    ADD: ula_control = 3'b000;
                    SUB: ula_control = 3'b001;
                    AND: ula_control = 3'b010;
                    OR: ula_control = 3'b011;
                    MENOR: ula_control = 3'b100;
                    XOR: ula_control = 3'b101;
                    SLL: ula_control = 3'b110;
                    SRL: ula_control = 3'b111;
                    default: ula_control = 3'b000;
                endcase
                end
            ADDI: ula_control = 3'b000;
            SLTI: ula_control = 3'b100;
            BEQ: ula_control = 3'b001;
            default: ula_control = 3'b000;
        endcase
    end
    assign controle_jr = ({ula_opcode, funcao} == 6'b001000)? 1'b1 : 1'b0;
endmodule
module memoria_dados (
    input clock, permisao_escrita, permisao_leitura,
    input [15:0] endereco, dado_escrita,
    output [15:0] dado_leitura
);  
    reg [7:0] ram [255:0];  
    integer i;  
    initial begin
        for(i=0;i<256;i=i+1)  
            ram[i] <= 8'd0;  
    end  
    always @(posedge clock) begin  
        if (permisao_escrita)  
            {ram[endereco+1], ram[endereco]} <= dado_escrita;
    end  
    assign dado_leitura = permisao_leitura? {ram[endereco+1], ram[endereco]}: 16'd0;   
endmodule
module memoria_instrucao (
    input [15:0] pc,
    output [15:0] instrucao
);
    wire [14:0] endereco = pc[15:1];  
    reg [15:0] rom [63:0];   
    integer i;
    initial begin  
        rom[0] = 16'b0110000010000000;   
        rom[1] = 16'b0110000100000000;   
        rom[2] = 16'b0010000010010100;   
        rom[3] = 16'b0010010100001111;   
        rom[4] = 16'b0000010100110100;   
        rom[5] = 16'b0100101000011110;   
        rom[6] = 16'b0000111001010010;   
        rom[7] = 16'b0000111001100011;   
        rom[8] = 16'b1010111100000100;   
        rom[9] = 16'b0000100010110001;   
        rom[10] = 16'b1000000110000010;  
        rom[11] = 16'b0001110000001000;  
        rom[12] = 16'b0000010101000010;  
        rom[13] = 16'b0000010101010011;  
        rom[14] = 16'b1110000000001001;  
        rom[15] = 16'b1000001000000100;  
        rom[16] = 16'b1000001010000110;  
        rom[17] = 16'b0001001011100000;  
        rom[18] = 16'b1100000000000000;  
        for (i=19; i<64; i=i+1)
            rom[i] = 16'b0;
    end  
    assign instrucao = (pc[15:0] < 64 )? rom[endereco]: 16'd0;
endmodule
module mips (
    input clock, reset,
    output [15:0] pc
);
    wire [15:0] pc_atual, instrucao;
    wire [1:0] ula_opcode, reg_dest, mem_to_reg;
    wire ula_src, mem_escrita, mem_leitura, reg_escrita, branch, jump, sign_zero;
    wire [2:0] endereco_regd, endereco_reg1, endereco_reg2;
    wire [15:0] dado_escrita, dado_leitura_memoria, valor_reg1, valor_reg2;
    wire jr, alerta_zero;
    wire [2:0] ula_control;
    wire [15:0] resultado_ula, immediato_extended, dado_leitura;
    contador_programa contador_programa (clock, reset, (branch & alerta_zero), jump, jr, 
                                        valor_reg1, instrucao[12:0], immediato_extended, pc_atual);
    memoria_instrucao memoria_instrucao ((pc_atual), (instrucao));
    controle controle(instrucao[15:13], reset, ula_opcode, reg_dest, mem_to_reg, ula_src, 
                        mem_escrita, mem_leitura, reg_escrita, branch, jump, sign_zero);
    assign endereco_regd = (reg_dest==2'b10)? 3'b111: ((reg_dest==2'b01)? instrucao[9:7] : instrucao[6:4]);
    assign endereco_reg1 = instrucao[12:10];     
    assign endereco_reg2 = instrucao[9:7];       
    banco_registradores banco_registradores (reset, clock, reg_escrita, endereco_regd, endereco_reg1, 
                                                endereco_reg2, dado_escrita, valor_reg1, valor_reg2);
    assign immediato_extended = (sign_zero==1'b1)? {{9{instrucao[6]}}, instrucao[6:0]} : {9'b0, instrucao[6:0]};
    controle_ula controle_ula(ula_opcode, instrucao[3:0], jr, ula_control);
    assign dado_leitura = (ula_src==1'b1)? immediato_extended : valor_reg2;
    ula ula (valor_reg1, dado_leitura, ula_control, resultado_ula, alerta_zero);
    memoria_dados memoria_dados(clock, mem_escrita, mem_leitura, resultado_ula, valor_reg2, 
                                dado_leitura_memoria);
    assign dado_escrita = (mem_to_reg == 2'b10)? (pc_atual+16'b10) : 
    ((mem_to_reg == 2'b01)? dado_leitura_memoria : resultado_ula);
    assign pc = pc_atual;
endmodule
module ula #(
    parameter ADD = 3'b000,
    parameter SUB = 3'b001,
    parameter AND = 3'b010,
    parameter OR = 3'b011,
    parameter MENOR = 3'b100,
    parameter XOR = 3'b101,
    parameter SLL = 3'b110,  
    parameter SRL = 3'b111   
) (
    input [15:0] a, b,
    input [2:0] ula_control,
    output reg [15:0] resultado, 
    output zero 
);
    always @(*) begin
        case (ula_control)
            ADD: resultado = a + b;
            SUB: resultado = a - b; 
            AND: resultado = a & b; 
            OR: resultado = a | b;
            MENOR: begin
                    if (a < b) resultado = 16'd1;
                    else resultado = 16'd0;    
                end 
            XOR: resultado = a ^ b;
            SLL: resultado = a << b;
            SRL: resultado = a >> b;
            default: resultado = a + b;
        endcase
    end
    assign zero = (resultado==16'd0) ? 1'b1: 1'b0;
endmodule
```
==> impl_metrics.json <==
{
  "outcome": "stopped before the end",
  "failed_stage": "synthesis (1_2_yosys)",
  "tool.error": "ERROR: Found 15 problems in 'check -assert'.",
  "yosysChipArea_mm2": 0.136,
  "area_leaders": "edfxtp_1 45%, nand2_1 8.8%, mux4_2 6.8%",
  "synth.distinct_cells": 122,
  "edf_count": 2048,
  "ys_sh_mux": 0.0921,
  "ys_sh_adder": 0.00733,
  "synthArstFlopShare": 0.0580,
  "yosys_cells": 14700,
  "ys_top_logic_family": "AND-OR/OR-AND gates",
  "top_cell_area_share": 0.451,
  "aoi_share": 0.191,
  "synth-xor-area-share": 0.00327,
  "synth_area_leader_cell": "edfxtp_1",
  "ys_warn_count": 8,
  "synthSimpleGateAreaFrac": 0.179,
  "ys.flops": 2190,
  "flop_cell": "edfxtp_1"
}
logic make-up after synthesis:
family                     Yosys count
latches                             15
xor gates and xnor gates            50
and+or+nand+nor                   5716
muxes                              726
adders and majority gates           78
AOI/OAI and AO/OA                 4286
DFF                               2175
other                                1
buffers and inverters             1661
synthesized netlist by cell type (16+ instances only):
cell type and count:
nor4_1 25, buf_4 64, inv_1 73, o22ai_1 170, nand2b_1 26, a22oi_1 182, and3_1 401, o2111ai_1 18
a2111oi_0 48, a31oi_1 197, a221oi_1 17, or3_1 19, or2_2 16, clkbuf_1 974, o21ai_0 1558, a21o_1 32
nor2_2 18, a211oi_1 393, nand4_1 80, a311oi_1 217, o21a_1 16, o221ai_1 63, o211ai_1 38, ha_1 75
and2_1 24, mux2_2 88, a22o_1 18, nor3_1 131, edfxtp_1 2048, a21oi_1 1090, nand3_1 505, nor2_1 1191
dfrtp_1 112, a211o_1 16, nand2_1 3184, o21bai_1 17, buf_1 123, o31ai_1 21, xnor2_1 36, mux2i_1 223
buf_2 420, mux4_2 413
